**flow/run.sh**
```bash
#!/bin/bash
# OpenROAD 26Q1-2900-gdf79404cd8, Yosys 0.63+post, stock flow scripts
make -C /OpenROAD-flow-scripts/flow DESIGN_CONFIG=/design/flow/config.mk WORK_HOME=/design/flow/orfs finish
```
**flow/config.mk**
```make
export PLATFORM = sky130hd
export DESIGN_NAME = mulitiplier
export DESIGN_NICKNAME = mulitiplier
export VERILOG_FILES = /design/flow/design.v
export SDC_FILE = /design/flow/constraint.sdc
export NUM_CORES = 4
export LEC_CHECK = 1
export CORE_UTILIZATION = 40
```
**flow/constraint.sdc**
```tcl
current_design mulitiplier

set clk_period 11.4
set clk_io_pct 0.2

create_clock -name clk0 -period $clk_period [get_ports {i_clk}]

set non_clock_inputs [all_inputs -no_clocks]
set_input_delay [expr $clk_period * $clk_io_pct] -clock clk0 $non_clock_inputs
set_output_delay [expr $clk_period * $clk_io_pct] -clock clk0 [all_outputs]
```
**flow/design.v**
```verilog
module mulitiplier(
input             i_clk,
input             i_rst_n,
input [31:0]      i_data,
input             i_data_valid,
output            o_data_ready,
output reg[31:0]  o_data,
output reg        o_data_valid,
input             i_data_ready
);
assign o_data_ready   =   i_data_ready;
reg signed [31:0]  _image;
reg signed [31:0]  _real;
wire signed [15:0] realPart;
wire signed [15:0] imagePart;
assign realPart = i_data[15:0];
assign imagePart = i_data[31:16];
always @(posedge i_clk)
begin
    if(!i_rst_n)
        o_data_valid   <=  1'b0;
    else
    begin
		o_data <= imagePart*imagePart + realPart*realPart;
		o_data_valid  <=    i_data_valid;
	end  
end
endmodule
```
==> job_summary.md <==
## Synthesis and layout report

| Metric | Value |
|---|---|
| Die ar. | `47,200 um2` |
| Vias/cell | `4.59` |
| Hold Fails Final Rpt | `0` |
| Synth unique cells | `44` |
| Layout cells sized above 1 | `2.19%` |
| Setup TNS | `0 ns` |
| Gate Area | `14,900 um2` |
| Drt drc | `0` |
| Rows | `78` |
| Placed Cells | `2,514` |
| Cells in synth_stat.txt | `1,870` |
| Most used cell, CP | `fa_1` |
| Placer congestion estimate | `0.939` |
| Initial antenna violation count | `0` |
| Placed Area | `19,900 um2` |
| CP arrival | `10.37 ns` |
| Clock Tree Root | `clkbuf_16` |
| Die H | `217 um` |
| First drt pass iteration count | `4` |
| TritonCTS buffer count | `5` |
| Dominant cell area share | `56.4%` |
| Post-DP HPWL | `34.9 mm` |
| Delay-heaviest family, CP | `adder cells` |
| Crit Path Category | `in2reg` |
| Crit path time final | `10.35 ns` |
| Post-synthesis chip area from yosys | `18,500 um2` |
| MaxCap Viol Count | `0` |
| Post-synthesis sequential area ratio | `5.29%` |
| Required time of the critical path | `11.42 ns` |
| Max-slew violation count | `0` |
| All-Layer GR Usage | `18.7%` |
| Commonest flop | `edfxtp_1` |
| Gr ovfl total | `0` |
| Diodes inserted | `0` |
| Initial Utilization | `40.7%` |
| CTS resizes | `0` |
| Worst min-delay path class | `in2reg` |
| DR WL/cell | `15.1 um` |
| Number of enable flip-flop cells | `32` |
| Post-CTS setup buffers | `0` |
| Avg Synthesized Cell Area | `9.91 um2` |
| First-pass GRT wire length | `63.3 mm` |
| Reg area | `981 um2` |
| Synth flops | `33` |
| Setup violators final | `0` |
| Worst slew pin tran | `0.874 ns` |
| Worst Path Max Fanout | `13` |
| Post-synth ARST share | `0%` |
| Cycle use final | `90.8%` |
| CTS Buffer Depth | `2` |
| Post-Syn Instances | `1,870` |
| Layout Cells excl Fill | `2,522` |
| Largest net degree at the start of global routing | `34` |
| Clk pin slew, worst setup/hold paths | `0.05 ns` |
| Fmax | `96.6 MHz` |
| WP buf/inv | `6` |
| Core footprint | `45,600 um2` |
| Cell type with the largest total area after synthesis | `fa_1` |
| Vias | `11,584` |
| Post-synth area hogs | `fa_1 56%, inv_1 13%, ha_1 9.9%, edfxtp_1 5.2%, and2_1 3.2%` |
| Unrepaired setup endpoints after global routing | `no` |
| Final WL | `38.1 mm` |
| Max incr delay on CP | `0.83 ns` |
| Vias in the first global route | `12,704` |
| Crit path capture type | `flop` |
| Slowest-stage cell, CP | `clkdlybuf4s50_1` |
| Port Buffers | `67` |
| Hold buffer count at CTS | `0` |
| Worst setup SP type | `input port` |
| Yosys warnings | `1` |
| Ports | `70` |
| H-tree levels | `2` |
| Final instance area | `20,100 um2` |
| Relative slew margins | `41.6%` |
| Fill cell count | `4,284` |
| Mapped Area | `18,500 um2` |
| CTS tree | `yes` |
| Number of routed nets with antenna violations | `0` |
| Crit path cell chain | `clkdlybuf4s50_1, nand2_1, fa_1, inv_1, fa_1, inv_1, fa_1, inv_1, fa_1, fa_1, fa_1, fa_1, inv_1, fa_1, inv_1, ha_1, nand3_1, or3_1, a211oi_1, o221a_1, a41o_1, o41ai_2, xnor2_1` |
| Area added between synthesis and finish | `8.37%` |
| Number of DRC markers in iteration 0 | `309` |
| Tool warnings | `32` |
| Horiz. Die Dim | `217 um` |
| # clock sinks | `33` |
| Status | `complete, no violations` |
-- registers in the layout, summed over array words and instances (netlist names) --
register / flops
o_data_valid: 1
o_data: 32
-- path summary, 6_finish.rpt --
check | startpoint | to | slack [ns] | cells past startpoint
worst min-delay path | i_data_valid | o_data_valid | 2.56 | 2
worst max-delay path | i_data[2] | o_data[31] | 1.05 | 23
-- synth_stat cells, drive strengths merged, types with 9 or more instances --
library cell,count
a21o,11
a21oi,23
and2,96
clkbuf,45
edfxtp,32
fa,522
ha,147
inv,657
nand2,148
nor2,45
nor2b,18
o21ai,9
xnor2,48
xor2,10
-- cell usage in the layout (no fill, tap or decap), drive strengths merged, types with 3 or more instances in the layout --
cell type | netlist | final
xnor2 | 48 | 48
nand2 | 148 | 148
inv | 657 | 657
nor3 | 4 | 4
buf | 1 | 24
edfxtp | 32 | 32
and2 | 96 | 96
a21o | 11 | 11
nand3 | 8 | 8
a21oi | 23 | 23
xor2 | 10 | 10
o21ai | 9 | 9
clkbuf | 45 | 6
nand2b | 7 | 7
o2111ai | 3 | 3
nor2 | 45 | 45
fa | 522 | 522
ha | 147 | 147
a211oi | 4 | 4
and3 | 5 | 5
clkdlybuf4s50 | 0 | 66
nor2b | 18 | 18
a31oi | 3 | 3
-- metrics by stage --
stage | util [%] | setup slack [ns] | hold slack (ns)
floorplan | - | 1.83 | 2.39
global placement | 43.8 | 0.947 | 2.85
detailed placement | 43.8 | 0.876 | 2.85
CTS | 44.1 | 1.15 | 2.55
global route | 44.1 | 0.652 | 2.56
finish | 44.1 | 1.05 | 2.56
-- layout make-up --
| cell class | count | share of cell area, % |
|---|---|---|
| repair buffers | 90 | 4.17 |
| inverters | 657 | 12.3 |
| multi-input cells | 1134 | 74.2 |
| well taps | 600 | 3.74 |
| clock inverters | 2 | 0.0499 |
| clock buffers | 6 | 0.642 |
| flip-flops and latches | 33 | 4.89 |
-- cell families after synthesis --
| kind of cell | count (synthesis) | share of synthesized area [%] |
|---|---|---|
| buf+inv | 703 | 14.3 |
| fa+ha+maj | 669 | 66.3 |
| simple gates | 337 | 8.72 |
| compound gates | 67 | 2.48 |
| xor+xnor | 58 | 2.74 |
| flops | 33 | 5.29 |
| mux | 3 | 0.176 |
-- routing by layer --
layer | part of all wire [%] | global-route usage, % | up-vias
li1 | - | - | 5337
met4 | 3.4 | 4.86 | 0
met2 | 55 | 32.0 | 254
met5 | 0 | 0 | -
met1 | 35 | 24.5 | 5938
met3 | 6.2 | 5.02 | 55
